==> /design/flow/design.v <==
module pwm_hw(
input clk,      			 
input reset,  			     
input red,                   
input green,                 
input blue,                  
output [31:0] Red_High_HW,   
output [31:0] Red_Low_HW,    
output [31:0] Green_High_HW, 
output [31:0] Green_Low_HW,  
output [31:0] Blue_High_HW,  
output [31:0] Blue_Low_HW    
             );
HW_PWM Red(.clk(clk),.reset(reset),.Colour_input(red),.High_Count(Red_High_HW),.Low_Count(Red_Low_HW));           
HW_PWM Green(.clk(clk),.reset(reset),.Colour_input(green),.High_Count(Green_High_HW), .Low_Count(Green_Low_HW));  
HW_PWM Blue(.clk(clk),.reset(reset),.Colour_input(blue),.High_Count(Blue_High_HW), .Low_Count(Blue_Low_HW));      
endmodule
module HW_PWM(
input clk,                     
input reset,                   
input Colour_input,            
output reg [31:0] High_Count,  
output reg [31:0] Low_Count    
            );
reg PrevPwm=0;                 
reg [31:0]Count=0;             
always@(posedge clk)
begin
if (!reset)                    
    begin
	Count<=32'b0;
	High_Count<=32'b0;
	Low_Count<=32'b0;          
	PrevPwm<=1'b0;
	end
else if(Colour_input==1)       
   begin
	if(PrevPwm!=Colour_input)  
		begin
 		Low_Count<=Count;      
		PrevPwm<=1'b1;         
		Count<=32'b0;          
		end
	else
		begin                  
		Count<=Count+1'b1;     
		end
  end
else if(Colour_input==0)       
	begin
	if(PrevPwm!=Colour_input)  
		begin
		High_Count<=Count;     
		PrevPwm<=Colour_input; 
		Count<=32'b0;          
		end
else
     begin                     
     Count<=Count+1'b1;        
     end     
end
end			
endmodule			
==> /design/flow/run.sh <==
#!/bin/bash
# OpenROAD 26Q1-2900-gdf79404cd8, Yosys 0.63+post, stock flow scripts
make -C /OpenROAD-flow-scripts/flow DESIGN_CONFIG=/design/flow/config.mk WORK_HOME=/design/flow/orfs finish
==> /design/flow/config.mk <==
export PLATFORM = sky130hd
export DESIGN_NAME = pwm_hw
export DESIGN_NICKNAME = pwm_hw
export VERILOG_FILES = /design/flow/design.v
export SDC_FILE = /design/flow/constraint.sdc
export NUM_CORES = 4
export LEC_CHECK = 1
export CORE_UTILIZATION = 30
==> /design/flow/constraint.sdc <==
current_design pwm_hw

set clk_period 6.6
set clk_io_pct 0.2

create_clock -name clk0 -period $clk_period [get_ports {clk}]

set non_clock_inputs [all_inputs -no_clocks]
set_input_delay [expr $clk_period * $clk_io_pct] -clock clk0 $non_clock_inputs
set_output_delay [expr $clk_period * $clk_io_pct] -clock clk0 [all_outputs]
==> flow_summary_export.csv <==
group,metric,value,unit
run_status,status,"completed",
final_timing,worstMarginPinSlew,0.844,ns
setup_path,crit_required,7.07,ns
route,post_drt_via_cell_ratio,4.62,
route,first_pass_iters,4,
final_timing,drv_slew,0,
clock_network,cts_tree,"built",
synth,synth.cell_area,11800,um2
clock_network,clk_pin_slew_worst_paths,0.05,ns
clock_network,worstSkewPairLatency,0.54,ns
setup_path,cp-start-kind,"input port",
final_timing,setup_viol,0,
route,detail-route-antenna-nets,0,
clock_network,ctsHoldBuffers,0,
cells_and_area,seqCellArea,5830,um2
cells_and_area,stdcell_area,15300,um2
grt,grt_usage,0.137,
clock_network,cts_buffers,35,
cells_and_area,area_delta_synth_final,29.4,%
synth,area_leaders,"dfxtp_1, mux2i_1, nor2b_1",
power,total_leakage_power,5.02,nW
cells_and_area,final-comb-area,5600,um2
worst_hold_path,hold_path_class,"reg2reg",
flow_run,cap_violations,0,
synth,ys.flop_type,"dfxtp_1",
route,drc,0,
synth,ys_seq_frac,0.492,
cells_and_area,drive_gt1_frac,0.0633,
power,cellPowerDensity,248,nW/um2
route,wire_per_inst,14.6,um
route,vias,8665,
synth,synthDistinctLibCells,41,
synth,edf_count,0,
grt,grt_start_max_net_pins,96,
synth,ys_cells,1176,
floorplan,rows,72,
synth,top_cell_area_share,0.492,
synth,async_flop_share,0,
final_timing,fin_skew,0.0196,ns
floorplan,core,38800,um2
cells_and_area,nFillCells,3686,
final_timing,finalHoldViolations,0,
final_timing,period_used_share,0.429,
clock_network,cts-htree-levels,2,
synth,yosys.area.top_type,"dfxtp_1",
setup_path,worstPathMaxFanout,77,
synth,syn_area_per_cell,10.1,um2
clock_network,cts_resized,0,
route,antennaDiodeCount,0,
setup_path,arrival,3.30,ns
final_timing,grt_setup_unrepaired,"no",
final_timing,timing.setup.tns,0,ns
placement,place_area,14200,um2
placement,place.gp.congestion,0.797,
clock_network,cts.sinks,291,
clock_network,cts_root_buf,"clkbuf_16",
floorplan,fp_util,0.305,
setup_path,crit_path_end_kind,"flip-flop",
grt,grt_pass1_wl,44200,um
power,max-vdd-ir-drop,196,uV
flow_run,warnings,28,
final_timing,fmax,353,MHz
placement,port_buffers,196,
synth,yosys_area,11800,um2
grt,grt_antenna_before_repair,0,
final_timing,period_needed,2.83,ns
floorplan,io_pins,197,
clock_network,postCtsSetupBuffers,0,
synth,yosysWarnings,1,
synth,ys_ff,291,
synth,syn_inst,1176,
floorplan,dieHeight,201,um
setup_path,path_class,"in2reg",
route,drt-total-wl,27300,um
clock_network,cts_buffer_depth,3,
route,drt_iter0_markers,280,
final_timing,slew_headroom,0.436,
floorplan,die_area,40300,um2
floorplan,die_w,201,um
grt,grt_pass1_vias,8100,
placement,dp_hpwl,17900,um
grt,gr-total-overflow,0,
-- layout by cell type (no fill, tap or decap), drive strengths merged, types with 3 or more instances in the layout --
master | Yosys | routed
a21oi | 42 | 42
and2 | 4 | 4
and3 | 8 | 8
and4 | 12 | 12
buf | 26 | 12
clkbuf | 59 | 48
clkdlybuf4s50 | 0 | 195
clkinv | 0 | 9
dfxtp | 291 | 291
ha | 9 | 9
inv | 22 | 23
mux2i | 202 | 202
nand2 | 41 | 41
nand2b | 7 | 7
nand3 | 30 | 30
nand4 | 26 | 26
nor2 | 44 | 44
nor2b | 195 | 195
nor3 | 7 | 7
nor4 | 11 | 11
o21ai | 17 | 17
o311ai | 3 | 3
o31ai | 25 | 25
or2 | 4 | 4
or3 | 19 | 19
or4 | 30 | 30
xnor2 | 19 | 19
xor2 | 15 | 15
-- critical path, cell delays in order --
cell and delay [ns]:
buf_4 0.29, buf_4 0.58, nand2_1 0.67, nor2_1 0.25
a41o_1 0.19
-- synth_stat cells, types with 2 or more instances --
| master | count |
|---|---|
| nand3_1 | 30 |
| nand2b_1 | 7 |
| nand2_1 | 41 |
| or4_1 | 27 |
| or2_2 | 4 |
| xor2_1 | 15 |
| dfxtp_1 | 291 |
| buf_4 | 2 |
| inv_1 | 22 |
| a21oi_1 | 42 |
| buf_2 | 4 |
| buf_1 | 19 |
| mux2_2 | 2 |
| nor2b_1 | 195 |
| o21ai_0 | 17 |
| and4_1 | 11 |
| ha_1 | 9 |
| and3_1 | 7 |
| or3_1 | 16 |
| o41ai_1 | 2 |
| clkbuf_2 | 3 |
| nor3_1 | 7 |
| nor2_1 | 44 |
| a31oi_1 | 2 |
| a41o_1 | 2 |
| clkbuf_1 | 55 |
| or3_2 | 3 |
| or4_4 | 2 |
| nor4_1 | 11 |
| o31ai_1 | 25 |
| o311ai_0 | 3 |
| nand4_1 | 25 |
| xnor2_1 | 19 |
| and2_1 | 4 |
| mux2i_1 | 202 |
-- per-stage QoR --
step / power, mW / cells / setup slack, ns / hold slack (ns) / util
final: 3.81 / 1876 / 3.77 / 0.488 / 0.395
after detailed placement: 1.97 / 1816 / 3.15 / 0.484 / 0.366
after global routing: 3.95 / 1876 / 3.51 / 0.525 / 0.395
after floorplan: 1.93 / 1176 / 3.93 / 0.448 / -
after global placement: 1.97 / 1816 / 3.16 / 0.478 / 0.366
after CTS: 3.87 / 1876 / 3.69 / 0.498 / 0.395
-- report_power, final --
group          internal (mW)  total, mW  switching, mW
registers               1.76       1.77        0.00775
logic                 0.0686      0.156         0.0875
clock network           1.14       1.88          0.743
total                   2.97       3.81          0.838
-- layer usage --
layer | track usage | part of all wire | routed length, um | up-vias
met5 | 0 | 0 | 0 | -
met4 | 0.0305 | 0.023 | 627 | 0
met3 | 0.0428 | 0.068 | 1860 | 36
met2 | 0.201 | 0.43 | 11800 | 158
met1 | 0.201 | 0.48 | 13000 | 4059
li1 | - | - | - | 4412
-- state kept, by name (all words and copies together) (netlist names) --
register,count
Red.High_Count,32
Green.Low_Count,32
Blue.High_Count,32
Red.Count,32
Green.Count,32
Green.High_Count,32
Blue.Count,32
Blue.PrevPwm,1
Green.PrevPwm,1
Red.PrevPwm,1
Red.Low_Count,32
Blue.Low_Count,32
-- final cells by class --
cell class,instances,share of cell area
tap,518,0.0423
clock buffer,48,0.0650
multi-input combinational,778,0.365
timing repair buffer,207,0.133
inverter,22,0.00539
clock inverter,12,0.00865
sequential,291,0.380
-- path summary, 6_finish.rpt --
path | startpoint | slack, ns | end | depth (start not counted)
worst min-delay path | Green.Count[0]$_SDFF_PP0_ | 0.49 | Green.Count[0]$_SDFF_PP0_ | 1
worst max-delay path | reset | 3.77 | Red.Count[30]$_SDFF_PP0_ | 5
worst min register to register | Green.Count[0]$_SDFF_PP0_ | 0.49 | Green.Count[0]$_SDFF_PP0_ | 1
worst max register to register | Green.Count[1]$_SDFF_PP0_ | 4.11 | Green.Count[30]$_SDFF_PP0_ | 5
-- cell families (layout without fill, tap and decap cells) --
family / Yosys count / count (layout) / share of synthesized area
AOI/OAI and AO/OA: 93 / 93 / 0.0472
xor gates and xnor gates: 34 / 34 / 0.0251
adders and majority gates: 9 / 9 / 0.00951
buffers and inverters: 107 / 289 / 0.0368
DFF: 291 / 291 / 0.492
muxes: 204 / 204 / 0.173
and+or+nand+nor: 438 / 438 / 0.217
Power and IR drop assume default switching activity.
